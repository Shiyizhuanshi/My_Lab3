==> flow/design.v <==
module delay #(
	parameter WIDTH = 7     
)(
    input   logic               clk,         
    input   logic               rst,         
    input   logic               trigger,     
    input   logic [WIDTH-1:0]   n,           
    output  logic               time_out     
);
    logic [WIDTH-1:0]   count = {WIDTH{1'b0}};             
    typedef enum {IDLE, COUNTING, TIME_OUT, WAIT_LOW}  my_state;
    my_state current_state, next_state;
    always_ff @(posedge clk)
        if (rst | trigger | count=={WIDTH{1'b0}}) count <= n - 1'b1;
        else                                count <= count - 1'b1;
    always_ff @(posedge clk)
        if (rst)    current_state <= IDLE;
        else        current_state <= next_state; 
    always_comb
        case (current_state)
            IDLE:       if (trigger==1'b1)  next_state = COUNTING;
                        else    next_state = current_state;
            COUNTING:   if (count=={WIDTH{1'b0}}) next_state = TIME_OUT;
                        else    next_state = current_state;
            TIME_OUT:   if (trigger==1'b1)  next_state = WAIT_LOW;
                        else    next_state = IDLE;
            WAIT_LOW:   if (trigger==1'b0)  next_state = IDLE;
                        else    next_state = current_state;
            default: next_state = IDLE;
        endcase
    always_comb
        case (current_state)
            IDLE:       time_out = 1'b0;
            COUNTING:   time_out = 1'b0;
            TIME_OUT:   time_out = 1'b1;
            WAIT_LOW:   time_out = 1'b0;
            default:    time_out = 1'b0;
        endcase
endmodule
==> flow/run.sh <==
#!/bin/bash
# OpenROAD 26Q1-2900-gdf79404cd8, Yosys 0.63+post, stock flow scripts
make -C /OpenROAD-flow-scripts/flow DESIGN_CONFIG=/design/flow/config.mk WORK_HOME=/design/flow/orfs finish
==> flow/config.mk <==
export PLATFORM = sky130hd
export DESIGN_NAME = delay
export DESIGN_NICKNAME = delay
export VERILOG_FILES = /design/flow/design.v
export SDC_FILE = /design/flow/constraint.sdc
export NUM_CORES = 4
export LEC_CHECK = 1
export CORE_AREA = 10 10 70 70
export DIE_AREA = 0 0 80 80
==> flow/constraint.sdc <==
current_design delay

set clk_period 3.5
set clk_io_pct 0.2

create_clock -name clk0 -period $clk_period [get_ports {clk}]

set non_clock_inputs [all_inputs -no_clocks]
set_input_delay [expr $clk_period * $clk_io_pct] -clock clk0 $non_clock_inputs
set_output_delay [expr $clk_period * $clk_io_pct] -clock clk0 [all_outputs]
==> results.ini <==
[run_status]
status=completed

[critical_path]
cp.depth=8
worstPathCellList=clkdlybuf4s50_1 > nor2_2 > o21ai_4 > a22oi_1 > ha_1 > o21ai_1 > a2111oi_1 > xnor2_1
r2r_setup_slack_ps=1350
critPathTopFamily=AND-OR/OR-AND gates
slowest_delay_ps=510
rr_worst_depth=7
criticalPathCategory=input port to flip-flop
slowest_stage=clkdlybuf4s50_1
r2r-start=count[3]
cp-start-kind=input port
critPathRequiredTime_ps=3640
critPathArrivalTime_ps=2790
critPathCapture=count[6]
cp_max_fo=9
setup.worst_path.end_class=flip-flop
r2r_end=count[6]
crit_start=rst
path_buffers=1

[detailed_routing]
drc=0
wl_met3_um=79
diodes=0
via_per_inst=4.242
initialDrtViolationCount=22
wl_met2_um=450
wire_per_inst_um=10.06
finalWirelength_mm=1.207
routed.top_layer=met4
ant_nets=0
dr.pass1.iters=4
vias=509
wl_met1_um=667

[hold_path]
worst_hold_path.num_cells=2
worstHoldPathType=flip-flop to flip-flop

[clock_network]
post_cts_buffers=0
clock_path_buffers=2
cts_hold_buf=0
cts_resized=0
cts-htree-levels=1
clock-root-buffer=clkbuf_4
clock_sinks=11
cts_buffers=3
cts_tree=built
clk_latency_ps=260
clk_pin_slew_ps=70

[synthesis]
netlist_area_um2=563.0
yosysWarnings=1
ys_seq_frac=0.3911
synth_chip_area_um2=563.0
ys_seq_elements=11
ys_cells=62
ys_types=31
syn_area_per_cell_um2=9.081
syn_inst=62

[timing]
finalSetupViolCount=0
rsz0062_at_grt=no
fin_crit_ps=2652
max_freq_mhz=377.0
slew_violations=0
fin_crit_sh=0.7578
slew_headroom=0.7090
hold_viol_final=0
tns_ps=0
skew_ps=0.3406
worstMarginPinSlew_ps=435.4

[layout]
final_layout_top_logic_cells=dfxtp_1 (11), clkdlybuf4s50_1 (10), a22oi_1 (5), nor2_1 (5), nor3_1 (5)
layout-drive-gt1-share=0.08108
final_area_um2=738.2
syn2layout_area_growth_pct=31.11
lay_top_count=dfxtp_1

[power_and_ir_drop]
clkPwrFrac=0.282
power_switching_mw=0.08002
p_seq_frac=0.517
power.leakage_nw=0.2569
ir_drop_uv=160.8
swShare=0.2713
p_int_mw=0.2150
p_per_area_nw_per_um2=399.6
p_comb_frac=0.201

[global_routing]
grt.total_usage=0.03436
antenna_found_initial=0
grt_start_max_net_pins=10
grt_pass1_wl_mm=1.828
grt-ovfl-total=0
grt_pass1_vias=423

[floorplan]
die_h_um=80
num_rows=21
die-area_um2=6400
core_util_floorplan=0.1648
fp.dieW_um=80
core_area_um2=3416
ioPinCount=11

[placement]
hpwl_um=950.5
port_buffers=10
place_area_um2=711.9
gp_congestion=0.7547

[job]
maxCapViolCount=0
tool_warnings=25

## final cells by class
cell class / count / area [um^2]
inverters: 2 / 7.507
clock buffers: 4 / 26.28
flip-flops and latches: 11 / 220.2
fillers: 388 / 2678
multi-input cells: 47 / 326.6
repair buffers: 10 / 100.1
well taps: 46 / 57.56
## metal layers
layer	GRT usage	up-vias
met5	0	-
met3	0.01591	2
met1	0.05559	228
met4	0.005282	0
li1	-	263
met2	0.03852	16
## how the worst min path moves through the flow
stage                     from          endpoint  slack (ps)
CTS                   count[3]          count[3]         480
global route  current_state[2]  current_state[1]         490
finish                count[3]          count[3]         480
## synthesized netlist by cell type (all sizes together)
| library cell | instances | area share |
|---|---|---|
| a2111oi | 1 | 0.018 |
| a21oi | 2 | 0.018 |
| a22oi | 5 | 0.067 |
| buf | 1 | 0.0089 |
| clkbuf | 1 | 0.0067 |
| dfxtp | 11 | 0.39 |
| ha | 1 | 0.022 |
| inv | 2 | 0.013 |
| mux2i | 2 | 0.036 |
| nand2 | 1 | 0.0067 |
| nand3 | 1 | 0.0089 |
| nor2 | 6 | 0.044 |
| nor3 | 5 | 0.044 |
| nor3b | 2 | 0.027 |
| o2111ai | 1 | 0.016 |
| o211ai | 2 | 0.027 |
| o21a | 1 | 0.013 |
| o21ai | 3 | 0.047 |
| o21bai | 1 | 0.013 |
| o22a | 1 | 0.016 |
| o22ai | 1 | 0.011 |
| o2bb2ai | 1 | 0.016 |
| or2 | 3 | 0.033 |
| or3 | 2 | 0.022 |
| or4 | 1 | 0.013 |
| xnor2 | 3 | 0.047 |
| xor2 | 1 | 0.016 |
## tightest hold or removal path, stage by stage (launching register included)
cell	delay (ps)
dfxtp_1	330
inv_1	50
a21oi_1	50
## flip-flops by register name (all words and copies together) (netlist names)
name           flops
count              7
current_state      4
## per-stage QoR
stage / util / power, mW / worst slack, ps / hold WS (ps) / std cells
final: 0.2161 / 0.2950 / 847.6 / 476.7 / 120
after global routing: 0.2161 / 0.3153 / 702.1 / 493.6 / 120
after CTS: 0.2161 / 0.2987 / 848.3 / 477.5 / 120
after detailed placement: 0.2084 / 0.2144 / 570.9 / 467.5 / 116
after global placement: 0.2084 / 0.2129 / 649.3 / 463.0 / 116
after floorplan: - / 0.1926 / 1370 / 444.8 / 62
## power by group through the flow
stage | clock [mW] | combinational, mW | sequential (mW)
finish | 0.0831 | 0.0594 | 0.152
global route | 0.0951 | 0.0655 | 0.155
CTS | 0.0868 | 0.0594 | 0.152
## kinds of logic (layout without fill, tap and decap cells)
kind of cell / count (synthesis) / in the layout / synth area share
adder cells (fa/ha/maj): 1 / 1 / 0.02222
multiplexers: 2 / 2 / 0.03556
AND/OR/NAND/NOR: 21 / 21 / 0.2000
XOR/XNOR: 4 / 4 / 0.06223
buffers and inverters: 4 / 16 / 0.02888
flip-flops: 11 / 11 / 0.3911
AND-OR/OR-AND: 19 / 19 / 0.2600
Power and IR drop assume default switching activity.

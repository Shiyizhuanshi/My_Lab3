<file path="run.sh">
#!/bin/bash
# OpenROAD 26Q1-2900-gdf79404cd8, Yosys 0.63+post, stock flow scripts
make -C /OpenROAD-flow-scripts/flow DESIGN_CONFIG=/design/flow/config.mk WORK_HOME=/design/flow/orfs finish
</file>
<file path="config.mk">
export PLATFORM = sky130hd
export DESIGN_NAME = top
export DESIGN_NICKNAME = top
export VERILOG_FILES = /design/flow/design.v
export SDC_FILE = /design/flow/constraint.sdc
export NUM_CORES = 4
export LEC_CHECK = 1
export CORE_AREA = 10 10 105 105
export DIE_AREA = 0 0 115 115
</file>
<file path="constraint.sdc">
current_design top

set clk_period 4.3
set clk_io_pct 0.2

create_clock -name clk0 -period $clk_period [get_ports {clk}]

set non_clock_inputs [all_inputs -no_clocks]
set_input_delay [expr $clk_period * $clk_io_pct] -clock clk0 $non_clock_inputs
set_output_delay [expr $clk_period * $clk_io_pct] -clock clk0 [all_outputs]
</file>
<file path="design.v">
module f1_fsm (
    input logic rst,
    input logic en,
    input logic clk,
    output logic [7:0] data_out
);
typedef enum {S0, S1, S2, S3, S4, S5, S6, S7, S8 } my_state;
my_state current_state, next_state;
always_ff @(posedge clk, posedge rst)
    if (rst) current_state <= S0;
    else current_state <= next_state;
always_comb
    case(current_state)
        S0: if (en) next_state = S1;
            else next_state = current_state;
        S1: if (en) next_state = S2;
            else next_state = current_state;
        S2: if (en) next_state = S3;
            else next_state = current_state;
        S3: if (en) next_state = S4;
            else next_state = current_state;
        S4: if (en) next_state = S5;
            else next_state = current_state;
        S5: if (en) next_state = S6;
            else next_state = current_state;
        S6: if (en) next_state = S7;
            else next_state = current_state;
        S7: if (en) next_state = S8;
            else next_state = current_state;
        S8: if (en) next_state = S0;
            else next_state = current_state;
        default: next_state = S0;
    endcase
always_comb
    case(current_state)
        S0: data_out = 8'b0;
        S1: data_out = 8'b1;
        S2: data_out = 8'b11;
        S3: data_out = 8'b111;
        S4: data_out = 8'b1111;
        S5: data_out = 8'b11111;
        S6: data_out = 8'b111111;
        S7: data_out = 8'b1111111;
        S8: data_out = 8'b11111111;
        default: data_out = 8'b0;
    endcase
endmodule
module clktick #(
	parameter WIDTH = 16
)(
  input  logic             clk,       
  input  logic             rst,       
  input  logic             en,        
  input  logic [WIDTH-1:0] N,     	  
  output logic  		       tick       
);
logic [WIDTH-1:0] count;
always_ff @ (posedge clk)
    if (rst) begin
        tick <= 1'b0;
        count <= N;  
        end
    else if (en) begin
	    if (count == 0) begin
		    tick <= 1'b1;
		    count <= N;
	        end
	    else begin
		    tick <= 1'b0;
		    count <= count - 1'b1;
	        end
        end
endmodule
module top #(
    parameter WIDTH = 16
)(
  input  logic             clk,       
  input  logic             rst,       
  input  logic             en,        
  input  logic [WIDTH-1:0] N, 
  output logic [7:0] data_out
);
logic second;
clktick one_second(
    .clk(clk),
    .rst(rst),
    .en(en),
    .N(N),
    .tick(second)
);
f1_fsm statemachine (
    .clk(clk),
    .rst(rst),
    .en(second),
    .data_out(data_out)
);
endmodule
</file>
==> PnR_summary.wiki <==
=== Synthesis and place and route ===
{| class="wikitable"
! Metric !! Value
|-
| Final Power || 469 uW
|-
| Most used DFF post-synth || sky130_fd_sc_hd__edfxtp_1
|-
| Number of antenna violations at the first check in global routing || 0
|-
| # setup viols final || 0
|-
| Number of buffers added to fix hold violations after cts || 0
|-
| Max Transition Viols Final || 0
|-
| GRT Resource Usage Total || 4.56%
|-
| Gr ovfl total || 0
|-
| Shortest period the worst path allows || 2.66 ns
|-
| Number of H-tree levels || 1
|-
| Fraction of layout cells with a size suffix above 1 || 12.8%
|-
| Area of all placed cells without fillers || 1730 sq um
|-
| Final cell count without fillers || 264
|-
| Status || completed
|-
| Core occupancy in the finished layout || 19.7%
|-
| Reg power frac || 56.0%
|-
| Arrival time of data at the critical path endpoint || 1.80 ns
|-
| Ys async rst share || 19.0%
|-
| Number of clock sinks || 21
|-
| Worst Path Class, Setup || flip-flop to primary output
|-
| Iter 0 DRT Violations || 47
|-
| Series of cell instances along the critical path || nor2_1, nand3b_1, nand2_1, o21a_1, clkdlybuf4s50_1
|-
| Portion of the post-synthesis area used by sequential elements || 45.6%
|-
| Yosys warns || 2
|-
| Category of the worst setup path launch point || flip-flop
|-
| WP buf/inv || 1
|-
| Tally of OpenROAD warnings || 26
|-
| Clock root buffer master || sky130_fd_sc_hd__clkbuf_8
|-
| Yosys synthesis chip area || 1320 sq um
|-
| Pwr Density || 272 nW/um^2
|-
| Largest buffer count on any clock path || 2
|-
| Remaining design rule violation count || 0
|-
| Psw || 117 uW
|-
| Post-synthesis cell count from yosys || 131
|-
| Largest fanout of any net on the critical path || 7
|-
| Crit path largest cell delay || 0.46 ns
|-
| Number of buffers inserted during clock tree synthesis || 3
|-
| Core Rows || 34
|-
| Via total after detailed routing || 958
|-
| Crit path max-delay cell type || sky130_fd_sc_hd__dfrtp_1
|-
| Critical Path RT || 3.44 ns
|-
| Vias per Instance || 3.63
|-
| Setup bufs post-CTS || 0
|-
| Relative max-transition margin || 46.3%
|-
| Transition time of the tightest slew-check pin || 0.803 ns
|-
| Post-Synthesis Mean Instance Area || 10.1 sq um
|-
| Maximum number of pins on one net before global-route repair || 21
|-
| Die Footprint || 13,200 sq um
|-
| Commonest non-fill, non-tap cell in the layout || sky130_fd_sc_hd__clkdlybuf4s50_1
|-
| Relative contribution of combinational cells to total power || 17.1%
|-
| Number of distinct standard cells referenced by the synthesized netlist || 35
|-
| Internal cell power || 352 uW
|-
| Post-route clock period utilization || 61.9%
|-
| Synthesized instance count || 131
|-
| Total wire length after detailed routing || 2900 microns
|-
| Clock latency on the worst-skew pair || 0.26 ns
|-
| Most frequent cells in the layout || sky130_fd_sc_hd__clkdlybuf4s50_1, sky130_fd_sc_hd__nor2_1, sky130_fd_sc_hd__edfxtp_1, sky130_fd_sc_hd__xor2_1, sky130_fd_sc_hd__a21oi_2
|-
| Cell type group with the largest total delay on the critical path || simple AND/OR/NAND/NOR gates
|-
| Total instance count after detailed placement || 260
|-
| 1st-pass router iterations || 4
|-
| Final HPWL DP || 2230 microns
|-
| Critical Path Sink Type || primary output
|-
| Worst clock skew || 0.00569 ns
|-
| Fp util || 15.0%
|-
| Clock Power Share || 26.9%
|-
| Leakage Power || 0.569 nW
|-
| Global-route wire length before repair || 4860 microns
|-
| Registers, synthesis || 21
|-
| Hold Path Class || flip-flop to flip-flop
|-
| Aggregate negative setup slack || 0 ns
|-
| Count of fill cells added during filler insertion || 963
|-
| Max-cap violations || 0
|-
| Port Buffers || 26
|-
| Number of enable flip-flop cells || 16
|-
| Via count of the first global-routing pass || 951
|-
| Synthesis-to-finish area growth || 31.1%
|-
| RSZ-0062 raised after global routing || false
|-
| Cts repair resizes || 0
|-
| Per-cell routed wire length || 11.0 microns
|-
| Worst vdd rail ir drop || 128 uV
|-
| Routability Congestion || 0.780
|-
| Number of failing hold endpoints at the final stage || 0
|-
| Height of the die || 115 microns
|-
| Standard cell core area || 8760 sq um
|-
| Post-route antenna net violation count || 0
|-
| Netlist area before placement || 1320 sq um
|-
| Top-Level Pins || 27
|-
| Placement-stage cell area || 1680 sq um
|-
| Clock tree from TritonCTS || built
|-
| Clk slew on worst S/H paths || 0.07 ns
|-
| Die width || 115 microns
|-
| Sw frac || 25.0%
|-
| Upper clock frequency limit || 376 MHz
|-
| Antenna cell count || 0
|}
-- path summary, 6_finish.rpt --
check / from / slack, ns / cells after the start / endpoint
max: statemachine.current_state[0] / 1.64 / 5 / data_out[5]
min in group asynchronous: rst / 0.88 / 2 / statemachine.current_state[0]
min: one_second.tick / 0.52 / 1 / statemachine.current_state[3]
min reg2reg: one_second.tick / 0.52 / 1 / statemachine.current_state[3]
max in group asynchronous: rst / 3.27 / 2 / statemachine.current_state[2]
max reg2reg: one_second.count[6] / 2.02 / 5 / one_second.count[13]
-- sequential cells by signal, indices dropped and copies added, names as in the netlist --
register,cells
one_second.count,16
one_second.tick,1
statemachine.current_state,4
-- per-layer routing --
| layer | track usage, % | up-vias | share of wire, % |
|---|---|---|---|
| met5 | 0 | - | 0 |
| li1 | - | 510 | - |
| met1 | 6.52 | 423 | 50 |
| met2 | 6.53 | 23 | 42 |
| met3 | 2.06 | 2 | 7.9 |
| met4 | 0.248 | 0 | 0.45 |
-- power groups by stage --
stage     registers [mW]  logic (mW)  clock network (mW)
5_1_grt            0.267      0.0908               0.139
4_1_cts            0.263      0.0815               0.132
6_report           0.263      0.0801               0.126
-- Yosys cell counts, types with 3 or more instances --
master	n	area share (%)
sky130_fd_sc_hd__inv_1	6	1.7
sky130_fd_sc_hd__xor2_1	11	7.3
sky130_fd_sc_hd__nand4_1	3	1.4
sky130_fd_sc_hd__clkbuf_1	4	1.1
sky130_fd_sc_hd__nor3_1	3	1.1
sky130_fd_sc_hd__nand3b_1	3	1.7
sky130_fd_sc_hd__o21ai_0	5	1.9
sky130_fd_sc_hd__dfrtp_1	4	7.6
sky130_fd_sc_hd__nor2_1	22	6.3
sky130_fd_sc_hd__xnor2_1	5	3.3
sky130_fd_sc_hd__nand3_1	3	1.1
sky130_fd_sc_hd__a21oi_1	3	1.1
sky130_fd_sc_hd__a21oi_2	10	6.6
sky130_fd_sc_hd__nand2_1	8	2.3
sky130_fd_sc_hd__edfxtp_1	16	36
-- cell type report --
type	count	area, sq um	share of cell area, %
multi-input cells	98	657	38.0
flip-flops and latches	21	601	34.8
repair buffers	27	268	15.5
well taps	108	135	7.82
clock buffers	4	45.0	2.61
inverters	6	22.5	1.30
-- per-stage QoR --
step           worst slack, ns  hold WS [ns]
6_report                  1.64         0.521
3_5_place_dp              1.67         0.509
3_3_place_gp              1.71         0.502
2_1_floorplan             2.47         0.469
4_1_cts                   1.63         0.526
5_1_grt                   1.48         0.554
-- kinds of logic after synthesis --
family / share of synthesized area, %
buf+inv: 4.56
mux: 2.37
compound gates: 12.9
flops: 45.6
xor+xnor: 10.6
fa+ha+maj: 1.90
simple gates: 22.0
No activity file was given, so power comes from the tool's default toggle rates.

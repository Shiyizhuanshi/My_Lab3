--- ./config.mk ---
export PLATFORM = sky130hd
export DESIGN_NAME = lfsr
export DESIGN_NICKNAME = lfsr
export VERILOG_FILES = /design/flow/design.v
export SDC_FILE = /design/flow/constraint.sdc
export NUM_CORES = 4
export LEC_CHECK = 1
export CORE_AREA = 10 10 70 70
export DIE_AREA = 0 0 80 80
--- ./run.sh ---
#!/bin/bash
# OpenROAD 26Q1-2900-gdf79404cd8, Yosys 0.63+post, stock flow scripts
make -C /OpenROAD-flow-scripts/flow DESIGN_CONFIG=/design/flow/config.mk WORK_HOME=/design/flow/orfs finish
--- ./constraint.sdc ---
current_design lfsr

set clk_period 1.5
set clk_io_pct 0.2

create_clock -name clk0 -period $clk_period [get_ports {clk}]

set non_clock_inputs [all_inputs -no_clocks]
set_input_delay [expr $clk_period * $clk_io_pct] -clock clk0 $non_clock_inputs
set_output_delay [expr $clk_period * $clk_io_pct] -clock clk0 [all_outputs]
--- ./design.v ---
module lfsr (
    input logic clk,
    input logic en,
    input logic rst,
    output [7:1] data_out
);
    logic [7:1] sreg;
    always_ff @(posedge clk, posedge rst)
        if (rst)
            sreg <= 7'b1;
        else if (en)
            sreg <= {sreg[6:1], sreg[1] ^ sreg[5]};
        else 
            sreg <= sreg;
    assign data_out = sreg;
endmodule
==> impl_metrics.yaml <==
# flow metrics
cts:
  cts_made_buffers: 3
  cts-root-buf: "clkbuf_4"
  clockBufferDepth: 2
  cts_tree: "yes"
  cts_hold_buf: 0
  clock-sinks: 7
  clk_latency_ps: 250
  cts.reportedPaths.clkPinSlew_ps: 50
  h-tree-depth: 1
routing:
  num_antenna_cells: 0
  drc_errors: 0
  drt-total-wl_um: 627
  wl_per_cell_um: 8.14
  vias: 185
  drt_iter0_markers: 13
  via_per_inst: 2.40
  first_pass_iters: 2
  postRouteAntennaNets: 0
sta:
  slew_viol_final: 0
  finalCriticalPeriod_ps: 1410
  fin_worst_skew_ps: 4.04
  hold_viol: 0
  max_freq_mhz: 710
  rsz0062_at_grt: "false"
  tightest_slew_ps: 394
  relSlewSlack_pct: 73.6
  fin_crit_sh_pct: 93.9
  setup_viol: 0
  layout_setup_ws_ps: 91.4
  tns_ps: 0
global_route:
  overflow: 0
  antenna_found_initial: 0
  track_usage_pct: 1.98
  grt_pass1_vias: 170
  grt_max_degree: 8
  grt_pass1_wl_um: 890
worst_setup_path:
  critPathLaunchType: "flop"
  path_buffers: 1
  critical_path_class: "reg -> out"
  cp_cell_sequence: "clkdlybuf4s50_1"
  required_ps: 1200
  critical_path.slowest_cell: "clkdlybuf4s50_1"
  slowest_delay_ps: 500
  cp_top_family: "buffers and inverters"
  timing.critical_path.to_type: "output pin"
  arrival_ps: 1110
  critPathMaxFanout: 3
flow_run:
  warning_count: 25
  maxCapViolations: 0
pwr:
  p_total_w: 0.000372
  peakVddDrop_mv: 0.204
  p_per_area_nw_per_um2: 815
  p_leak_nw: 0.200
yosys:
  xor_share_pct: 3.04
  synth_seq_share_pct: 61.3
  ys_sh_mux_pct: 26.1
  synthAoiAreaFrac_pct: 1.74
  yosys_area_um2: 288
  synth_cells: 18
  yosysTopAreaCellShare_pct: 52.2
  topCellsByArea: "dfrtp_1, mux2_4, dfstp_2"
  ys_cells: 18
  yosysTopAreaCell: "dfrtp_1"
  ys.warnings.count: 1
  synth_flops: 7
  syn_avg_cell_area_um2: 16.0
  yosys.area_share.simple_pct: 1.30
  yosysUniqueCellTypes: 8
  adder_share_pct: 0
  top_logic_kind: "multiplexers"
  syn_area_um2: 288
die:
  rows: 21
  top_level_ports: 10
  coreArea_um2: 3420
  die_w_um: 80
  fp_util_pct: 8.42
  die_h_um: 80
  dieArea_um2: 6400
cells_and_area:
  regMostFlops: "sreg"
  layout-drive-gt1-share_pct: 32.3
  synthToLayoutAreaGrowth_pct: 58.7
  largest_reg_flops: 7
  lay_top_cells: "clkdlybuf4s50_1, dfrtp_1, mux2_4"
  top_regs: "sreg: 7 flops"
  post-route-util_pct: 13.4
  lay_top_count: "clkdlybuf4s50_1"
placement:
  place_congestion: 0.689
  post-place-ws_ps: 34.7
  post-dp-hpwl_um: 486
  portBuffers: 9
hold_path:
  hp-class: "in -> async"
run_status:
  status: "complete, no violations"
synthesized netlist by cell type:
| cell type | instances |
|---|---|
| dfrtp_1 | 6 |
| inv_1 | 2 |
| mux2_4 | 5 |
| dfstp_2 | 1 |
| xnor2_1 | 1 |
| nand2_1 | 1 |
| buf_6 | 1 |
| o21ai_0 | 1 |
path summary, 6_finish.rpt:
check,startpoint,to,slack (ps),depth (start not counted)
setup reg to reg,sreg[1],sreg[2],640,2
hold / removal,rst,sreg[5],280,2
setup / recovery,sreg[2],data_out[2],90,1
max in group asynchronous,rst,sreg[1],960,2
hold reg to reg,sreg[7],sreg[7],510,1
min in group clk0,sreg[7],sreg[7],510,1
through the flow:
stage	area [µm²]	instances	hold slack, ps
6_report	457	77	279
5_1_grt	457	77	304
4_1_cts	457	77	282
3_5_place_dp	424	72	493
3_3_place_gp	424	72	495
2_1_floorplan	288	18	103
power breakdown:
part	total, W	internal [W]	switching [W]
registers	0.000189	0.000189	0.00000000000000000335
clock network	0.000168	0.000101	0.0000664
logic	0.0000151	0.00000713	0.00000800
total	0.000372	0.000298	0.0000744
cell families after synthesis:
| family | Yosys count |
|---|---|
| AOI/OAI and AO/OA | 1 |
| xor gates and xnor gates | 1 |
| buffers and inverters | 3 |
| DFF | 7 |
| muxes | 5 |
| and+or+nand+nor | 1 |
final cells by class:
type	count	area, µm²
Multi-Input combinational cell	8	92.6
Clock buffer	4	26.3
Timing Repair Buffer	10	96.3
Fill cell	391	2960
Sequential cell	7	176
Tap cell	46	57.6
Inverter	2	7.51
repair_timing:
item | CTS | global route
resized | 1 | 0
setup endpoints to repair | 1 | 0
setup buffers | 1 | 0
per-layer routing:
layer  share of wire [%]  up-vias  track usage, %
met5                   0        -               0
met4                   0        0           0.176
met3                  34        0            3.75
met2                  24       12            1.28
met1                  42       88            2.35
li1                    -       85               -
Power and IR drop assume default switching activity.
